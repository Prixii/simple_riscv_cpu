==> ./design.v <==
module ram (
    clk,         
    write_n,     
    addr,        
    data_in,     
    data_out,    
);
    input clk;
    input write_n;
    input [9: 0] addr;
    input [15: 0] data_in;  
    output reg [15: 0] data_out;
    reg [15: 0] ram_reg [1023: 0];
    always @(posedge clk ) begin     
        if (!write_n)                
            ram_reg[addr] <= data_in;
    end
    always @(*) begin                
        if (write_n)                 
            data_out = ram_reg[addr];
    end
endmodule
==> ./run.sh <==
#!/bin/bash
# OpenROAD 26Q1-2900-gdf79404cd8, Yosys 0.63+post, stock flow scripts
make -C /OpenROAD-flow-scripts/flow DESIGN_CONFIG=/design/flow/config.mk WORK_HOME=/design/flow/orfs finish
==> ./config.mk <==
export PLATFORM = sky130hd
export DESIGN_NAME = ram
export DESIGN_NICKNAME = ram
export VERILOG_FILES = /design/flow/design.v
export SDC_FILE = /design/flow/constraint.sdc
export NUM_CORES = 4
export LEC_CHECK = 1
export CORE_UTILIZATION = 30
export SYNTH_MEMORY_MAX_BITS = 65536
==> ./constraint.sdc <==
current_design ram

set clk_period 71.1
set clk_io_pct 0.2

create_clock -name clk0 -period $clk_period [get_ports {clk}]

set non_clock_inputs [all_inputs -no_clocks]
set_input_delay [expr $clk_period * $clk_io_pct] -clock clk0 $non_clock_inputs
set_output_delay [expr $clk_period * $clk_io_pct] -clock clk0 [all_outputs]
==> results.yml <==
# generated from flow reports
hold_path:
  hold_class: "in -> reg"
  min_delay_path_depth: 1
synth:
  synth-edff-count: 16400
  ys_sh_aoi: 0.0396
  yosys_warnings: 1
  synthArstFlopShare: 0
  synthesis.area_sq_um: 626000
  adder_share: 0
  synth_flops: 16400
  ys.flop_type: "edfxtp_1"
  yosys_area_sq_um: 626000
  synth.distinct_cells: 71
  logic_family: "multiplexers"
  synth_cells: 32000
  ys_cells: 32000
  post_synth.cell_area_avg_sq_um: 19.6
  ys_sh_simple: 0.0206
  yosys-mux-area-fraction: 0.139
  xor_area_frac: 0
setup_path:
  startpoint_type: "input pin"
  worstPathMaxFanout: 39
  endpoint_kind: "register"
  critPathArrivalTime_ns: 19.14
  crit_chain: "buf_6, buf_4, and3b_4, buf_4, nand2_4, buf_4, buf_4, nor2_1, buf_4"
  slowest_stage: "nor2_1"
  critPathMostFrequentCell: "buf_4"
  critPathRequiredTime_ns: 72.09
  critical_path_class: "in -> reg"
  max_stage_delay_ns: 0.83
finish:
  layout-drive-gt1-share: 0.171
  seq_area_sq_um: 492000
  combGateArea_sq_um: 125000
  largest_reg_flops: 16400
  syn_to_final_growth_pct: 15.6
  fillers: 189000
  final_area_sq_um: 724000
route:
  routed_wl_microns: 1930000
  drtIter0Drc: 23100
  antenna_left: 0
  vias: 325000
  drt_pre_antenna_iters: 6
  wire_per_inst_microns: 30.5
  post-route-drc-count: 0
  vias_per_cell: 5.13
sta:
  relSlewSlack: 0.0238
  min_period_ns: 18.15
  holdWs_ns: 13.35
  finalSetupTns_ns: 0
  untimed_endpoints: 32
  finalSetupViolCount: 0
  unclocked_pins: 16
  slew_viol_final: 0
  finalCritPeriodShare: 0.255
  finalHoldViolCount: 0
  tightest_slew_ns: 1.45
  rsz0062_at_grt: "no"
  clock.fmax_mhz: 55.1
clock_network:
  cts_root_buf: "clkbuf_16"
  cts_buffers: 1705
  post_cts_buffers: 0
  cts_resized: 0
  htree_levels: 7
  cts_buffer_depth: 6
  clk_pin_slew_ns: 0.06
  cts_tree: "yes"
  ctsHoldBuffers: 0
global_routing:
  grt_max_degree: 118
  grt_pass1_vias: 348000
  antenna_found_initial: 202
  grt_pass1_wl_microns: 2660000
  grt_overflow: 0
  grt.total_usage: 0.194
floorplan:
  core-area_sq_um: 2080000
  fp_util: 0.301
  ioPinCount: 44
  rows: 530
  die_w_microns: 1450
  chipArea_sq_um: 2090000
  fp.dieH_microns: 1450
run:
  warning_count: 73
  max_cap_violations: 0
place:
  placed_area_sq_um: 670000
  dp_hpwl_microns: 1240000
  gp_congestion: 0.970
  portBuffers: 43
run_status:
  status: "completed"
power:
  p_leak_nw: 236
  vdd_drop_max_uv: 25.1
  power_density_nw_per_um2: 27.9
## cells in the final DEF (no fill, tap or decap), drive strengths merged, types with 49 or more instances in the layout
master / synthesis / layout
a21oi: 106 / 106
a22oi: 512 / 512
buf: 1197 / 2227
bufinv: 0 / 155
clkbuf: 786 / 2027
clkinv: 2 / 747
clkinvlp: 0 / 61
diode: 0 / 386
edfxtp: 16400 / 16400
mux2i: 5655 / 5655
mux4: 1332 / 1332
nand2: 434 / 434
nand3: 104 / 104
nand4: 74 / 74
nor2: 1278 / 1278
nor3: 240 / 240
nor4: 484 / 484
o2111ai: 184 / 184
o21ai: 345 / 345
o22a: 98 / 98
o22ai: 2331 / 2331
or4: 49 / 49
## logic make-up (layout without fill, tap and decap cells)
logic type             after synthesis  count (layout)
DFF                              16400           16400
muxes                             7025            7025
buffers and inverters             1987            5271
other                                0             386
and+or+nand+nor                   2776            2776
latches                             16              16
AOI/OAI and AO/OA                 3766            3766
## worst max-delay path: cells and delay by family
family	cells	cell delay, ns
buffers and inverters	6	2.89
AND/OR/NAND/NOR	3	1.65
## final cells by class
class,count,share of cell area
timing repair buffer,2243,0.0242
inverter,4,0.0000346
sequential,16400,0.680
tap,27700,0.0478
clock buffer,2027,0.0609
antenna,386,0.00133
clock inverter,997,0.0124
multi-input combinational,13600,0.173
## final timing paths
check / from / endpoint / slack, ns
setup / recovery: addr[4] / ram_reg[441][0] / 52.95
hold / removal: data_in[4] / ram_reg[142][4] / 13.35
## stage by stage
| stage | util | std cells | power [W] | setup slack [ns] |
|---|---|---|---|---|
| 6_report | 0.348 | 63300 | 0.0202 | 52.95 |
| 5_1_grt | 0.348 | 63100 | 0.0207 | 52.96 |
| 4_1_cts | 0.347 | 62900 | 0.0203 | 53.17 |
| 3_5_place_dp | 0.322 | 59900 | 0.0118 | 51.80 |
| 3_3_place_gp | 0.322 | 59900 | 0.0118 | 51.87 |
| 2_1_floorplan | - | 32000 | 0.0113 | 53.75 |
## where the power goes
group	internal (W)	switching [W]
combinational	0.000268	0.000732
clock	0.00496	0.00360
sequential	0.0106	0.00000354
## cell usage after synthesis, types with 20 or more instances
| cell | n | share of area |
|---|---|---|
| nor4_1 | 484 | 0.0048 |
| nand4_1 | 74 | 0.00074 |
| o22a_1 | 98 | 0.0014 |
| and3_1 | 29 | 0.00029 |
| buf_1 | 281 | 0.0017 |
| edfxtp_1 | 16400 | 0.79 |
| clkbuf_1 | 786 | 0.0047 |
| o221ai_1 | 20 | 0.00028 |
| o2111ai_1 | 184 | 0.0026 |
| buf_6 | 30 | 0.00054 |
| nand3_1 | 104 | 0.00083 |
| o22ai_1 | 2331 | 0.023 |
| nor3_1 | 240 | 0.0019 |
| a21oi_1 | 106 | 0.00085 |
| nor2_1 | 1277 | 0.0077 |
| mux2_2 | 38 | 0.00068 |
| o21ai_0 | 333 | 0.0027 |
| mux2i_1 | 5655 | 0.090 |
| buf_2 | 816 | 0.0065 |
| a22oi_1 | 512 | 0.0061 |
| buf_4 | 70 | 0.00084 |
| nand2_1 | 434 | 0.0026 |
| a31oi_1 | 32 | 0.00032 |
| or4_1 | 49 | 0.00059 |
| mux4_2 | 1332 | 0.048 |
| a221oi_1 | 22 | 0.00031 |
## layer usage
| metal | routed length, microns | part of all wire | global-route usage |
|---|---|---|---|
| met2 | 851000 | 0.44 | 0.274 |
| met4 | 101000 | 0.052 | 0.0853 |
| met3 | 413000 | 0.21 | 0.191 |
| met1 | 554000 | 0.29 | 0.180 |
| met5 | 8300 | 0.0043 | 0.0341 |
Power figures rest on the tool's default switching activity, not on a simulated workload.
